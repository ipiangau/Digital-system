<file path="/design/flow/config.mk">
export PLATFORM = sky130hd
export DESIGN_NAME = memory_game
export DESIGN_NICKNAME = memory_game
export VERILOG_FILES = /design/flow/design.v
export SDC_FILE = /design/flow/constraint.sdc
export NUM_CORES = 4
export LEC_CHECK = 1
export CORE_UTILIZATION = 40
</file>
<file path="/design/flow/constraint.sdc">
current_design memory_game

set clk_period 7.2
set clk_io_pct 0.2

create_clock -name clk0 -period $clk_period [get_ports {clock}]

set non_clock_inputs [all_inputs -no_clocks]
set_input_delay [expr $clk_period * $clk_io_pct] -clock clk0 $non_clock_inputs
set_output_delay [expr $clk_period * $clk_io_pct] -clock clk0 [all_outputs]
</file>
<file path="/design/flow/design.v">
module memory_game (
	input clock,
	input reset,
	input sw1,
	input [3:0] keypadCol,
	output [7:0] dot_row,
	output [7:0] dot_col,
	output [3:0] keypadRow,
	output [6:0] out1,
	output [6:0] out2,
	output [6:0] out3,
	output [6:0] out4
);
	wire clock_div;
	wire clock_div2;
	wire [2:0] count;
	FrequencyDivider u_a(.clk(clock), .rst(reset), .clk_div(clock_div), .clk_div2(clock_div2));
	Counter u_b(.clk_div(clock_div), .clk_div2(clock_div2), .rst(reset), .count(count), .dot_row(dot_row), .dot_col(dot_col), .sw1(sw1));
	Keypad u_c(.keypadCol(keypadCol), .keypadRow(keypadRow), .clk(clock), .rst(reset), .out1(out1), .out2(out2), .out3(out3), .out4(out4), .sw1(sw1));
endmodule
module FrequencyDivider(clk, rst, clk_div, clk_div2);
	input clk, rst;
	output clk_div;
	output clk_div2;
	reg clk_div;
	reg clk_div2;
	reg [31:0] count;
	reg [31:0] count2;
	always@(posedge clk or negedge rst)
	begin
    	if(!rst)
    	begin
        	count2 <= 32'd0;
        	clk_div2 <= 1'b0;
    	end
    	else
    	begin
        	if(count==32'd2500)
        	begin
            	count <= 32'd0;
            	clk_div <= ~clk_div;
        	end
        	else
        	begin
            	count <= count + 32'd1;
        	end
        	if(count2==32'd25000000)
        	begin
            	count2 <= 32'd0;
            	clk_div2 <= ~clk_div2;
        	end
        	else
        	begin
            	count2 <= count2 + 32'd1;
        	end
    	end
	end
endmodule
module Counter(clk_div, clk_div2, rst, count, dot_row, dot_col, sw1);
	input rst,clk_div, clk_div2, sw1;
	output [2:0] count;
	output reg [7:0] dot_row;
	output reg [7:0] dot_col;
	reg [4:0] light;
	reg [2:0]count;
	always @(posedge clk_div2 or negedge rst)
	begin
    	if(!rst) begin
        	light <= 4'd0;
    	end
    	else begin
			if(sw1 == 0)begin
				if(light == 10)
				begin
						light = light;
				end
				else
				begin
						light = light+1;
				end
			end
			else begin
				if(light == 14)
				begin
						light = light;
				end
				else
				begin
						light = light+1;
				end
			end
    	end  
	end
	always @(posedge clk_div or negedge rst)
	begin
    	if(~rst) begin
        	count <= 0;
    	end
    	else begin
        	count <= count+1;
			case(count)
                	3'd0: dot_row <= 8'b01111111;
                	3'd1: dot_row <= 8'b10111111;
                	3'd2: dot_row <= 8'b11011111;
                	3'd3: dot_row <= 8'b11101111;
                	3'd4: dot_row <= 8'b11110111;
                	3'd5: dot_row <= 8'b11111011;
                	3'd6: dot_row <= 8'b11111101;
                	3'd7: dot_row <= 8'b11111110;
			endcase
			if(light==4'd0) begin
				if(sw1 == 0)begin
            	case(count)
                	3'd0: dot_col <= 8'b00000000;
                	3'd1: dot_col <= 8'b10000110;
                	3'd2: dot_col <= 8'b10001110;
                	3'd3: dot_col <= 8'b10000110;
                	3'd4: dot_col <= 8'b10000110;
                	3'd5: dot_col <= 8'b10000110;
                	3'd6: dot_col <= 8'b11100110;
                	3'd7: dot_col <= 8'b00000000;
            	endcase
				end
				else begin
					case(count)
                	3'd0: dot_col <= 8'b00000000;
                	3'd1: dot_col <= 8'b10001100;
                	3'd2: dot_col <= 8'b10010010;
                	3'd3: dot_col <= 8'b10000010;
                	3'd4: dot_col <= 8'b10000100;
                	3'd5: dot_col <= 8'b10001000;
                	3'd6: dot_col <= 8'b11101111;
                	3'd7: dot_col <= 8'b00000000;
            	endcase
				end
        	end
        	else if(light==4'd1) begin
            	case(count)
                	3'd0: dot_col <= 8'b00111100;
                	3'd1: dot_col <= 8'b01000010;
                	3'd2: dot_col <= 8'b00000010;
                	3'd3: dot_col <= 8'b00111100;
                	3'd4: dot_col <= 8'b00000010;
                	3'd5: dot_col <= 8'b01000010;
                	3'd6: dot_col <= 8'b00111100;
                	3'd7: dot_col <= 8'b00000000;
            	endcase
        	end
        	else if(light==4'd2) begin
            	case(count)
                	3'd0: dot_col <= 8'b00111100;
                	3'd1: dot_col <= 8'b01000010;
                	3'd2: dot_col <= 8'b00000010;
                	3'd3: dot_col <= 8'b00011100;
                	3'd4: dot_col <= 8'b00100000;
                	3'd5: dot_col <= 8'b01000000;
                	3'd6: dot_col <= 8'b01111110;
                	3'd7: dot_col <= 8'b00000000;
            	endcase
        	end
        	else if(light==4'd3) begin
            	case(count)
                	3'd0: dot_col <= 8'b00011000;
                	3'd1: dot_col <= 8'b00111000;
                	3'd2: dot_col <= 8'b00011000;
                	3'd3: dot_col <= 8'b00011000;
                	3'd4: dot_col <= 8'b00011000;
                	3'd5: dot_col <= 8'b00011000;
                	3'd6: dot_col <= 8'b01111110;
                	3'd7: dot_col <= 8'b00000000;
            	endcase
        	end
        	else if(light==4'd4) begin
				if(sw1 == 0)begin
            	case(count)
                	3'd0: dot_col <= 8'b11000000;
                	3'd1: dot_col <= 8'b11000000;
                	3'd2: dot_col <= 8'b00000000;
                	3'd3: dot_col <= 8'b00000000;
                	3'd4: dot_col <= 8'b00000000;
                	3'd5: dot_col <= 8'b00000000;
                	3'd6: dot_col <= 8'b00000000;
                	3'd7: dot_col <= 8'b00000000;
            	endcase
				end
				else begin
					case(count)
                	3'd0: dot_col <= 8'b00000000;
                	3'd1: dot_col <= 8'b00000000;
                	3'd2: dot_col <= 8'b00000000;
                	3'd3: dot_col <= 8'b00000000;
                	3'd4: dot_col <= 8'b00110000;
                	3'd5: dot_col <= 8'b00110000;
                	3'd6: dot_col <= 8'b00000000;
                	3'd7: dot_col <= 8'b00000000;
            	endcase
				end
        	end
        	else if(light==4'd5) begin
				if(sw1 == 0)begin
            	case(count)
                	3'd0: dot_col <= 8'b00110000;
                	3'd1: dot_col <= 8'b00110000;
                	3'd2: dot_col <= 8'b00000000;
                	3'd3: dot_col <= 8'b00000000;
                	3'd4: dot_col <= 8'b00000000;
                	3'd5: dot_col <= 8'b00000000;
                	3'd6: dot_col <= 8'b00000000;
                	3'd7: dot_col <= 8'b00000000;
            	endcase
				end
				else begin
					case(count)
                	3'd0: dot_col <= 8'b00000000;
                	3'd1: dot_col <= 8'b00000000;
                	3'd2: dot_col <= 8'b00000011;
                	3'd3: dot_col <= 8'b00000011;
                	3'd4: dot_col <= 8'b00000000;
                	3'd5: dot_col <= 8'b00000000;
                	3'd6: dot_col <= 8'b00000000;
                	3'd7: dot_col <= 8'b00000000;
            	endcase
				end
        	end
        	else if(light==4'd6) begin
				if(sw1 == 0)begin
            	case(count)
                	3'd0: dot_col <= 8'b00000000;
                	3'd1: dot_col <= 8'b00000000;
                	3'd2: dot_col <= 8'b00000000;
                	3'd3: dot_col <= 8'b00000000;
                	3'd4: dot_col <= 8'b00000000;
                	3'd5: dot_col <= 8'b00000000;
                	3'd6: dot_col <= 8'b00000011;
                	3'd7: dot_col <= 8'b00000011;
            	endcase
				end
				else begin
					case(count)
                	3'd0: dot_col <= 8'b00001100;
                	3'd1: dot_col <= 8'b00001100;
                	3'd2: dot_col <= 8'b00000000;
                	3'd3: dot_col <= 8'b00000000;
                	3'd4: dot_col <= 8'b00000000;
                	3'd5: dot_col <= 8'b00000000;
                	3'd6: dot_col <= 8'b00000000;
                	3'd7: dot_col <= 8'b00000000;
            	endcase
				end
        	end
        	else if(light==4'd7) begin
				if(sw1 == 0)begin
            	case(count)
                	3'd0: dot_col <= 8'b00000000;
                	3'd1: dot_col <= 8'b00000000;
                	3'd2: dot_col <= 8'b00110000;
                	3'd3: dot_col <= 8'b00110000;
                	3'd4: dot_col <= 8'b00000000;
                	3'd5: dot_col <= 8'b00000000;
                	3'd6: dot_col <= 8'b00000000;
                	3'd7: dot_col <= 8'b00000000;
            	endcase
				end
				else begin
					case(count)
                	3'd0: dot_col <= 8'b00000000;
                	3'd1: dot_col <= 8'b00000000;
                	3'd2: dot_col <= 8'b00000000;
                	3'd3: dot_col <= 8'b00000000;
                	3'd4: dot_col <= 8'b00000000;
                	3'd5: dot_col <= 8'b00000000;
                	3'd6: dot_col <= 8'b11000000;
                	3'd7: dot_col <= 8'b11000000;
            	endcase
				end
        	end
        	else if(light==4'd8) begin
				if(sw1 == 0)begin
            	case(count)
                	3'd0: dot_col <= 8'b00000000;
                	3'd1: dot_col <= 8'b00000000;
                	3'd2: dot_col <= 8'b00000000;
                	3'd3: dot_col <= 8'b00000000;
                	3'd4: dot_col <= 8'b11000000;
                	3'd5: dot_col <= 8'b11000000;
                	3'd6: dot_col <= 8'b00000000;
                	3'd7: dot_col <= 8'b00000000;
            	endcase
				end
				else begin
					case(count)
                	3'd0: dot_col <= 8'b00000000;
                	3'd1: dot_col <= 8'b00000000;
                	3'd2: dot_col <= 8'b00001100;
                	3'd3: dot_col <= 8'b00001100;
                	3'd4: dot_col <= 8'b00000000;
                	3'd5: dot_col <= 8'b00000000;
                	3'd6: dot_col <= 8'b00000000;
                	3'd7: dot_col <= 8'b00000000;
            	endcase
				end
        	end
        	else if(light==4'd9) begin
				if(sw1 == 0)begin
            	case(count)
                	3'd0: dot_col <= 8'b00000000;
                	3'd1: dot_col <= 8'b00000000;
                	3'd2: dot_col <= 8'b00000011;
                	3'd3: dot_col <= 8'b00000011;
                	3'd4: dot_col <= 8'b00000000;
                	3'd5: dot_col <= 8'b00000000;
                	3'd6: dot_col <= 8'b00000000;
                	3'd7: dot_col <= 8'b00000000;
            	endcase
				end
				else begin
					case(count)
                	3'd0: dot_col <= 8'b00000000;
                	3'd1: dot_col <= 8'b00000000;
                	3'd2: dot_col <= 8'b00000000;
                	3'd3: dot_col <= 8'b00000000;
                	3'd4: dot_col <= 8'b00000000;
                	3'd5: dot_col <= 8'b00000000;
                	3'd6: dot_col <= 8'b00001100;
                	3'd7: dot_col <= 8'b00001100;
            	endcase
				end
        	end
			else if(light == 4'd10 && sw1 == 1)begin
				case(count)
                	3'd0: dot_col <= 8'b11000000;
                	3'd1: dot_col <= 8'b11000000;
                	3'd2: dot_col <= 8'b00000000;
                	3'd3: dot_col <= 8'b00000000;
                	3'd4: dot_col <= 8'b00000000;
                	3'd5: dot_col <= 8'b00000000;
                	3'd6: dot_col <= 8'b00000000;
                	3'd7: dot_col <= 8'b00000000;
            endcase
			end
			else if(light == 4'd11)begin
				case(count)
                	3'd0: dot_col <= 8'b00000000;
                	3'd1: dot_col <= 8'b00000000;
                	3'd2: dot_col <= 8'b00000000;
                	3'd3: dot_col <= 8'b00000000;
                	3'd4: dot_col <= 8'b00001100;
                	3'd5: dot_col <= 8'b00001100;
                	3'd6: dot_col <= 8'b00000000;
                	3'd7: dot_col <= 8'b00000000;
            endcase
			end
			else if(light == 4'd12)begin
				case(count)
                	3'd0: dot_col <= 8'b00000000;
                	3'd1: dot_col <= 8'b00000000;
                	3'd2: dot_col <= 8'b00110000;
                	3'd3: dot_col <= 8'b00110000;
                	3'd4: dot_col <= 8'b00000000;
                	3'd5: dot_col <= 8'b00000000;
                	3'd6: dot_col <= 8'b00000000;
                	3'd7: dot_col <= 8'b00000000;
            endcase
			end
			else if(light == 4'd13)begin
				case(count)
                	3'd0: dot_col <= 8'b00000000;
                	3'd1: dot_col <= 8'b00000000;
                	3'd2: dot_col <= 8'b00000000;
                	3'd3: dot_col <= 8'b00000000;
                	3'd4: dot_col <= 8'b00000011;
                	3'd5: dot_col <= 8'b00000011;
                	3'd6: dot_col <= 8'b00000000;
                	3'd7: dot_col <= 8'b00000000;
            endcase
			end
        	else begin
            	dot_col <= 8'b00000000;
        	end
    	end
	end
endmodule
module Keypad(keypadCol, keypadRow, clk, rst, out1, out2, out3, out4, sw1);
	input clk, rst, sw1;
	input [3:0] keypadCol;
	output reg [3:0] keypadRow;
	output reg [6:0] out1;
	output reg [6:0] out2;
	output reg [6:0] out3;
	output reg [6:0] out4;
	reg [5:0] keypadBuf;
	reg [31:0] keypadDelay;
	reg [4:0] score, count, expected_value;
	reg [5:0] prevKeypadBuf;
	reg gameover;
	always @(posedge clk or negedge rst) begin
    	if (~rst) begin
    	keypadRow <= 4'b1111;
    	keypadBuf <= 5'b00000;
    	keypadDelay <= 32'd0;
    	end
    	else begin
        	if (keypadDelay == 32'd50000) begin
        	keypadDelay <= 32'd0;
            	case ({keypadRow, keypadCol})
            	8'b1110_1110: keypadBuf <= 5'h7;  
            	8'b1110_1101: keypadBuf <= 5'h4;  
            	8'b1110_1011: keypadBuf <= 5'h1;  
            	8'b1110_0111: keypadBuf <= 5'h0;  
            	8'b1101_1110: keypadBuf <= 5'h8;  
            	8'b1101_1101: keypadBuf <= 5'h5;  
            	8'b1101_1011: keypadBuf <= 5'h2;  
            	8'b1101_0111: keypadBuf <= 5'hA;  
            	8'b1011_1110: keypadBuf <= 5'h9;  
            	8'b1011_1101: keypadBuf <= 5'h6;  
            	8'b1011_1011: keypadBuf <= 5'h3;  
            	8'b1011_0111: keypadBuf <= 5'hB;  
            	8'b0111_1110: keypadBuf <= 5'hC;  
            	8'b0111_1101: keypadBuf <= 5'hD;  
            	8'b0111_1011: keypadBuf <= 5'hE;  
            	8'b0111_0111: keypadBuf <= 5'hF;  
            	default: keypadBuf <= keypadBuf;  
        	endcase
            	case (keypadRow)
            	4'b1110: keypadRow <= 4'b1101;
            	4'b1101: keypadRow <= 4'b1011;
            	4'b1011: keypadRow <= 4'b0111;
            	4'b0111: keypadRow <= 4'b1110;
            	default: keypadRow <= 4'b1110;
        	endcase
        	end
        	else begin
            	keypadDelay <= keypadDelay + 1'b1;
        	end
    	end
	end
	always @(posedge clk or negedge rst) begin
		if (~rst) begin
			count <= 5'd0;
			score <= 5'd0;
			prevKeypadBuf <= 5'd0;
			gameover <= 1'b0;
		end 
		else if (!gameover) begin
			if(sw1 == 0)begin
				case (score)
					0: expected_value <= 5'hF;
					1: expected_value <= 5'hE;
					2: expected_value <= 5'h7;
					3: expected_value <= 5'h3;
					4: expected_value <= 5'hA;
					5: expected_value <= 5'h9;
					default: expected_value <= 5'd16;  
				endcase
			end
			else begin
				case (score)
					0: expected_value <= 5'h2;
					1: expected_value <= 5'h9;
					2: expected_value <= 5'hD;
					3: expected_value <= 5'h0;
					4: expected_value <= 5'h6;
					5: expected_value <= 5'h4;
					6: expected_value <= 5'hF;
					7: expected_value <= 5'h5;
					8: expected_value <= 5'h3;
					9: expected_value <= 5'h8;
					default: expected_value <= 5'd16;  
				endcase
			end
			if (keypadBuf < 5'd17 && keypadBuf != prevKeypadBuf) begin
				if (keypadBuf == expected_value) begin
						score <= score + 1;
				end else begin
						gameover <= 1'b1;  
				end
				count <= count + 1;
			end
			prevKeypadBuf <= keypadBuf;
		end
	end
	always @(*) begin
	if (gameover==0) begin
		if(sw1 == 0)begin
			if (score == 6) begin
				out1 = 7'b0010010;
				out2 = 7'b0010010;
				out3 = 7'b0001000;
				out4 = 7'b0001100;
			end else if (count == 6 && score != 6) begin
				out1 = 7'b1000111;
				out2 = 7'b1001111;
				out3 = 7'b0001000;
				out4 = 7'b0001110;
			end else begin
				out1 = 7'b1111111;
				out2 = 7'b1111111;
				out3 = 7'b1111111;
				out4 = 7'b1111111;
			end
		end
		else begin
			if (score == 10) begin
				out1 = 7'b0010010;
				out2 = 7'b0010010;
				out3 = 7'b0001000;
				out4 = 7'b0001100;
			end else if (count == 10 && score != 10) begin
				out1 = 7'b1000111;
				out2 = 7'b1001111;
				out3 = 7'b0001000;
				out4 = 7'b0001110;
			end else begin
				out1 = 7'b1111111;
				out2 = 7'b1111111;
				out3 = 7'b1111111;
				out4 = 7'b1111111;
			end
		end
	end
	else begin
			out1 = 7'b1000111;
			out2 = 7'b1001111;
			out3 = 7'b0001000;
			out4 = 7'b0001110;
		end
	end
endmodule
</file>
<file path="/design/flow/run.sh">
#!/bin/bash
# OpenROAD 26Q1-2900-gdf79404cd8, Yosys 0.63+post, stock flow scripts
make -C /OpenROAD-flow-scripts/flow DESIGN_CONFIG=/design/flow/config.mk WORK_HOME=/design/flow/orfs finish
</file>
==> results.ini <==
[routing]
ant_nets=0
vias=5901
viasPerCell=5.131
drcViolationCount=0
drtIter0Drc=290
wl_per_cell_um=13.21
drt-total-wl_um=15200
antenna_cells=0
dr.pass1.iters=4

[setup_path]
start_kind=input port
crit_required_ns=5.76
path_class=in -> out
cp-end-kind=output pin
arrival_ns=3.42
crit_fanout=27

[final_timing]
slew_headroom=0.4428
max_freq_mhz=205.8
untimed_endpoints=56
finalCritPeriodShare=0.6749
setup-violations-final=0
fin_tns_setup_ns=0
final_hold_viol_count=0
worst_slew_pin_slew_ns=0.8357
fin_skew_ns=0.006766
layout_min_cycle_time_ns=4.859
maxSlewViolCount=0
rsz0062_at_grt=no
unclocked_regs=24

[yosys]
ys_ff=150
ys_warn_count=3
synthCells=841
syn-cell-area_um2=8519
edf_count=54
synth_seq_share=0.4729
synth_cell_types=71
syn_area_per_cell_um2=10.13
ys_async_sr_fraction=0.6400
yosysCellCount=841
yosysChipArea_um2=8519
ff_type=dfrtp_1

[clocking]
cts_buffer_depth=2
cts_tree=done
clk_pin_slew_ns=0.06
cts_resized=0
postCtsSetupBuffers=0
cts_inserted_buffers=17
cts_hold_buf=0
htreeDepth=4
root_buffer=clkbuf_16
clk_latency_ns=0.41

[placed_design]
gp_congestion=0.9380
place_hpwl_um=10390
dp.cells=1118
port_buffers=49

[job]
openroad.warnings=42
cap_violations=0

[final_layout]
seq_area_um2=4029
comb_area_um2=4051
fillers=1961
final_cells=1150
drive_gt1_frac=0.07771
syn_to_final_growth_pct=13.38
utilization=0.4610

[floorplanning]
io_pins=55
die_area_um2=21890
core_um2=20960
row_count=53
fp_util=0.4066
die_y_um=147.9
die_w_um=147.9

[global_routing]
grt_overflow=0
grt_util_all_layers=0.1546
first_global_vias=5629
antenna_found_initial=0
grt_max_degree=57
grt_first_pass_wirelength_um=26970

[run_status]
status=completed

[power]
vdd_drop_max_v=0.0001339
leakagePower_nw=3.776
power_density_nw_per_um2=175.6

[min_path]
hold_class=reg -> reg

## worst max-delay path, cell delays in order
cell and delay (ns):
clkdlybuf4s50_1 0.40, buf_4 0.22, a31oi_1 0.28, and3b_1 0.21, nor3_1 0.17, buf_4 0.21
clkdlybuf4s50_1 0.48
## final timing paths
kind                                           from             endpoint  slack [ns]  cells after the start
worst max-delay path                            sw1              out4[4]        2.34                      7
worst min-delay path            u_c.keypadDelay[31]  u_c.keypadDelay[31]        0.48                      1
worst max register to register   u_c.keypadDelay[0]     u_c.keypadBuf[1]        5.04                      8
worst min register to register  u_c.keypadDelay[31]  u_c.keypadDelay[31]        0.48                      1
max in group asynchronous                     reset        u_a.count2[8]        5.22                      2
min in group asynchronous                     reset         u_c.score[4]        0.93                      1
## synthesized netlist by cell type, drive strengths merged (7+ instances only)
library cell	count	area, µm²
a21oi	14	70.07
and3	14	87.58
o21ai	22	110.1
nand4	29	211.5
nor2b	13	81.33
nand3	49	255.3
o22ai	7	43.79
clkbuf	17	63.81
xor2	36	315.3
inv	34	127.6
nand2b	12	75.07
edfxtp	54	1622
nor2	80	307.8
nand2	65	244.0
and2	7	43.79
a211oi	7	52.55
dfrtp	92	2302
nor3	26	140.1
ha	24	300.3
buf	40	262.8
and4	10	95.09
xnor2	81	709.4
nor4	20	161.4
nor4b	7	61.31
## area by class of cell
| cell class | instances | area share |
|---|---|---|
| multi-input combinational | 604 | 0.4194 |
| sequential | 150 | 0.4171 |
| timing repair buffer | 55 | 0.05557 |
| clock buffer | 19 | 0.04806 |
| tap | 275 | 0.03562 |
| inverter | 34 | 0.01321 |
| clock inverter | 13 | 0.01101 |
## metrics by stage
step / instance area (µm²) / setup slack (ns) / power [W] / hold slack, ns
after global routing: 9659 / 2.188 / 0.001768 / 0.4971
after detailed placement: 9089 / 2.330 / 0.0008973 / 0.4660
after global placement: 9089 / 2.375 / 0.0008958 / 0.4640
after CTS: 9659 / 2.323 / 0.001719 / 0.4777
final: 9659 / 2.341 / 0.001696 / 0.4767
after floorplan: 8534 / 2.649 / 0.0008614 / 0.4461
## registers in the layout, indices dropped and copies added (netlist names)
| register | count |
|---|---|
| u_c.keypadDelay | 32 |
| u_b.light | 5 |
| u_c.gameover | 1 |
| u_a.clk_div2 | 1 |
| u_b.dot_row | 8 |
| u_c.keypadBuf | 4 |
| u_a.clk_div | 1 |
| u_b.count | 3 |
| u_c.count | 5 |
| u_b.dot_col | 8 |
| u_c.keypadRow | 4 |
| u_c.prevKeypadBuf | 4 |
| u_c.expected_value | 5 |
| u_a.count | 32 |
| u_c.score | 5 |
| u_a.count2 | 32 |
## power by group
group	internal, W	switching, W	total, W
clock network	0.000476	0.000337	0.000813
logic	0.0000399	0.0000515	0.0000914
registers	0.000767	0.0000246	0.000792
## logic make-up (layout without fill, tap and decap cells)
group / count (synthesis) / in the layout / share of synthesized area
simple gates: 357 / 357 / 0.2334
flops: 150 / 150 / 0.4729
xor+xnor: 117 / 117 / 0.1203
compound gates: 93 / 93 / 0.07446
buf+inv: 91 / 121 / 0.05331
fa+ha+maj: 24 / 24 / 0.03525
mux: 8 / 8 / 0.009987
other cells: 1 / 5 / 0.0004402
## cells in the final DEF, fill, tap and decap left out, types with 24 or more instances in the layout
master / instances
edfxtp_1: 54
nand4_1: 27
inv_1: 34
ha_1: 24
nor3_1: 24
dfrtp_1: 92
xnor2_1: 81
nand2_1: 65
xor2_1: 36
nor2_1: 77
nand3_1: 47
clkdlybuf4s50_1: 48
## routing by layer
layer,part of all wire,up-vias,track usage
li1,-,3003,-
met5,0,-,0
met2,0.43,73,0.2241
met4,0.0097,0,0.01804
met3,0.027,11,0.02488
met1,0.53,2814,0.2612
Power and IR drop assume default switching activity.
